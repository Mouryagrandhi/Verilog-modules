## run.sh

```bash
#!/bin/bash
# OpenROAD 26Q1-2900-gdf79404cd8, Yosys 0.63+post, stock flow scripts
make -C /OpenROAD-flow-scripts/flow DESIGN_CONFIG=/design/flow/config.mk WORK_HOME=/design/flow/orfs finish
```

## constraint.sdc

```tcl
current_design cla_4bit

set clk_period 3.2
set clk_io_pct 0.2

create_clock -name clk0 -period $clk_period

set non_clock_inputs [all_inputs -no_clocks]
set_input_delay [expr $clk_period * $clk_io_pct] -clock clk0 $non_clock_inputs
set_output_delay [expr $clk_period * $clk_io_pct] -clock clk0 [all_outputs]
```

## design.v

```verilog
module cla_4bit(a, b, c_in, sum, c_out, p_block, g_block);
    input [3:0] a, b;
    input c_in;
    output [3:0] sum;
    output c_out, p_block, g_block;
    wire [3:0] p, g;
    wire c1, c2, c3;
    assign g = a & b;
    assign p = a ^ b;
    assign c1 = g[0] | (p[0] & c_in);
    assign c2 = g[1] | (p[1] & g[0]) | (p[1] & p[0] & c_in);
    assign c3 = g[2] | (p[2] & g[1]) | (p[2] & p[1] & g[0]) | (p[2] & p[1] & p[0] & c_in);
    assign c_out = g[3] | (p[3] & g[2]) | (p[3] & p[2] & g[1]) | (p[3] & p[2] & p[1] & g[0]) | (p[3] & p[2] & p[1] & p[0] & c_in);
    assign sum[0] = p[0] ^ c_in;
    assign sum[1] = p[1] ^ c1;
    assign sum[2] = p[2] ^ c2;
    assign sum[3] = p[3] ^ c3;
    assign p_block = p[0] & p[1] & p[2] & p[3];
    assign g_block = g[3] | (p[3] & g[2]) | (p[3] & p[2] & g[1]) | (p[3] & p[2] & p[1] & g[0]);
endmodule
```

## config.mk

```make
export PLATFORM = sky130hd
export DESIGN_NAME = cla_4bit
export DESIGN_NICKNAME = cla_4bit
export VERILOG_FILES = /design/flow/design.v
export SDC_FILE = /design/flow/constraint.sdc
export NUM_CORES = 4
export LEC_CHECK = 1
export CORE_AREA = 10 10 70 70
export DIE_AREA = 0 0 80 80
```

==> results_dict.tcl <==
# metrics dict for downstream scripts
set metrics [dict create \
    post_cts_buffers 0 \
    synth.distinct_cells 13 \
    die_h_um 80 \
    path_common_cell "clkdlybuf4s50_1" \
    min_period_ps 3012 \
    timing.slew.headroom 0.8874 \
    worst_supply_voltage_drop_on_vdd_mv 0.04707 \
    nFillCells 403 \
    vias 209 \
    grt_start_max_net_pins 6 \
    mostFrequentLayoutCells "clkdlybuf4s50_1 (16), inv_1 (4), ha_1 (4), a21o_1 (3), xnor2_1 (2)" \
    post_route_drc 0 \
    routed_wirelength_normalized_by_instance_count_um 7.714 \
    seq_area_um2 0 \
    post_route_cells_drive_above_1_share 0.05263 \
    gr-total-overflow 0 \
    io_pins 16 \
    grt_pass1_wl_um 1159 \
    cts-resized-gates 0 \
    layout_top_cell "clkdlybuf4s50_1" \
    p_per_area_nw_per_um2 168.9 \
    core_region_area_um2 3416 \
    fin_setup_tns_ps 0 \
    crit_path_max_incr_delay_ps 490 \
    synth_cells 22 \
    post_route_clock_period_utilization 0.9412 \
    synthesis.yosys.warnings 0 \
    power.leakage_nw 0.1748 \
    critical_path.slowest_cell "clkdlybuf4s50_1" \
    area_delta_synth_final_pct 120.0 \
    cp_cell_sequence "clkdlybuf4s50_1 > ha_1 > a21o_1 > a21oi_1 > xnor2_1 > clkdlybuf4s50_1" \
    seq_cells 0 \
    worstMarginPinSlew_ps 168.9 \
    hold_violations 0 \
    cap_viol_max_count 0 \
    crit_path_max_fanout 3 \
    cp_top_family "buffers and inverters" \
    finalWirelength_um 648 \
    worst_setup_end_kind "output port" \
    ant_nets 0 \
    synthesis.area_um2 181.4 \
    post_dp_area_um2 399.1 \
    numPortBuffers 16 \
    grt_pass1_vias 245 \
    antenna_found_initial 0 \
    post-dp-hpwl_um 603.2 \
    timing.critical_path.from_type "primary input" \
    crit_required_ps 2560 \
    path_buffers 2 \
    seq_area_frac_synth 0 \
    cts.hold.buffers_added 0 \
    synth-cells-yosys 22 \
    first_iter_violations 9 \
    setup_slack_ps 188.3 \
    chipWidth_um 80 \
    yosys-stat-area_um2 181.4 \
    kind_of_path_behind_the_tightest_hold_check "primary input to output port" \
    finish.instance_area_um2 399.1 \
    timing.final.max_slew_violations 0 \
    finalSetupViolations 0 \
    initial_core_util 0.05311 \
    site_rows 21 \
    rsz0062_at_grt "false" \
    groute.usage.overall 0.02173 \
    nClkBuffers 0 \
    synth.avg_cell_area_um2 8.247 \
    timing.setup.critical_path_class "primary input to output port" \
    pre_cts_ws_ps 181.1 \
    cp.arrival_ps 2370 \
    routabilityCongestion 0.7444 \
    warning_count 32 \
    first_pass_iters 3 \
    result_of_the_run "finished clean" \
    diodes 0 \
    via_per_inst 2.488 \
    chip_area_um2 6400 \
    clock.fmax_mhz 332.0 \
]
[power by group]
part / leakage (nW) / internal (mW) / switching (mW)
Sequential: 0 / 0 / 0
Combinational: 0.175 / 0.0457 / 0.0217
Clock: 0 / 0 / 0
[final timing paths]
kind / start / to / slack (ps) / depth (start not counted)
worst max-delay path: a[0] / sum[2] / 190 / 6
worst min-delay path: b[0] / sum[0] / 2380 / 5
[per-stage QoR]
| step | hold WS [ps] | power [mW] | utilization | cells |
|---|---|---|---|---|
| after global placement | 2377 | 0.06781 | 0.1169 | 84 |
| final | 2379 | 0.06742 | 0.1169 | 84 |
| after detailed placement | 2389 | 0.06869 | 0.1169 | 84 |
| after global routing | 2454 | 0.07732 | 0.1169 | 84 |
| after CTS | 2395 | 0.06947 | 0.1169 | 84 |
| after floorplan | 1476 | 0.02479 | - | 22 |
[per-layer routing]
metal | share of wire | vias up | track usage
met3 | 0.24 | 0 | 0.01477
li1 | - | 111 | -
met4 | 0 | 0 | 0
met2 | 0.24 | 15 | 0.02408
met1 | 0.52 | 83 | 0.03375
met5 | 0 | - | 0
[synth_stat cells]
master | number | share of area
and4_1 | 1 | 0.048
inv_1 | 4 | 0.083
fa_1 | 1 | 0.11
a21o_1 | 3 | 0.12
nand3_2 | 1 | 0.055
nand2_1 | 1 | 0.021
a21oi_2 | 1 | 0.048
nand4_1 | 1 | 0.035
xor2_1 | 1 | 0.048
ha_1 | 4 | 0.28
a21oi_1 | 1 | 0.028
xnor2_1 | 2 | 0.097
nand3_1 | 1 | 0.028
[cell families after synthesis]
| family | synth area share |
|---|---|
| AND-OR/OR-AND | 0.2000 |
| XOR/XNOR | 0.1449 |
| adder cells (fa/ha/maj) | 0.3862 |
| buffers and inverters | 0.08273 |
| AND/OR/NAND/NOR | 0.1862 |
[final cells by class]
| type | instances | area (um2) | area share |
|---|---|---|---|
| Inverter | 4 | 15.01 | 0.03762 |
| Multi-Input combinational cell | 18 | 166.4 | 0.4169 |
| Tap cell | 46 | 57.56 | 0.1442 |
| Timing Repair Buffer | 16 | 160.2 | 0.4013 |
Power and IR drop assume default switching activity.
