## flow/run.sh

```bash
#!/bin/bash
# OpenROAD 26Q1-2900-gdf79404cd8, Yosys 0.63+post, stock flow scripts
make -C /OpenROAD-flow-scripts/flow DESIGN_CONFIG=/design/flow/config.mk WORK_HOME=/design/flow/orfs finish
```

## flow/config.mk

```make
export PLATFORM = sky130hd
export DESIGN_NAME = seq_110_moore
export DESIGN_NICKNAME = seq_110_moore
export VERILOG_FILES = /design/flow/design.v
export SDC_FILE = /design/flow/constraint.sdc
export NUM_CORES = 4
export LEC_CHECK = 1
export CORE_AREA = 10 10 70 70
export DIE_AREA = 0 0 80 80
```

## flow/constraint.sdc

```tcl
current_design seq_110_moore

set clk_period 1.0
set clk_io_pct 0.2

create_clock -name clk0 -period $clk_period [get_ports {clk}]

set non_clock_inputs [all_inputs -no_clocks]
set_input_delay [expr $clk_period * $clk_io_pct] -clock clk0 $non_clock_inputs
set_output_delay [expr $clk_period * $clk_io_pct] -clock clk0 [all_outputs]
```

## flow/design.v

```verilog
module seq_110_moore(
    input clk,
    input reset,     
    input x,
    output y         
);
    parameter S0=2'd0, S1=2'd1, S2=2'd2, S3=2'd3;
    reg [1:0] state, next_state;
    always @(*) begin
        case (state)
            S0: next_state=(x)?S1:S0;
            S1: next_state=(x)?S2:S0;
            S2: next_state=(x)?S2:S3;
            S3: next_state=(x)?S1:S0;
            default: next_state=S0;
        endcase
    end
    always @(posedge clk) begin
        if (reset)
            state<=S0;
        else
            state<=next_state;
    end
    assign y=(state==S3);
endmodule
```

==> results.py <==
# Flow results
metrics = {
    "outcome": {
        "status": "finished, final reports clean",
    },
    "yosys": {
        "synthCells": 12,
        "yosysSeqAreaShare_pct": 61.0,
        "ys.flop_type": "dfxtp_1",
        "common_cells": "nor2_1, dfxtp_1, a21boi_2, nand2b_4, nor3b_1",
        "area_leaders": "dfxtp_1, nor2_1, nand2b_4, a21boi_2, nor3b_1",
        "yosys_warnings": 1,
        "syn_area_per_cell_sq_um": 10.9,
        "synthArstFlopShare_pct": 0,
        "synth_top_area_share_pct": 61.0,
        "synth_area_leader_cell": "dfxtp_1",
        "edf_count": 0,
        "synthesis.area_sq_um": 131,
        "top_cell": "nor2_1",
        "ys_chip_area_sq_um": 131,
        "synth_cell_types": 5,
        "ys_cells": 12,
        "ys_seq_elements": 4,
    },
    "drt": {
        "drt-total-wl_microns": 317,
        "drtIter0Drc": 0,
        "diodes": 0,
        "post-route-drc-count": 0,
        "num_vias": 104,
        "via_per_inst": 1.63,
        "ant_nets": 0,
        "first_pass_iters": 1,
        "drt-wirelength-per-cell_microns": 4.95,
    },
    "timing": {
        "hold_viol_final": 0,
        "maxSlewViolCount": 0,
        "slew-limit-headroom_pct": 85.9,
        "fin_worst_skew_ns": 0.00167,
        "fin_tns_setup_ns": 0,
        "hold_ws_ns": 0.471,
        "setup_viol": 0,
        "fin_crit_sh_pct": 93.9,
        "clock.fmax_ghz": 1.07,
        "grt_setup_unrepaired": "false",
        "period_needed_ns": 0.939,
        "worstMarginPinSlew_ns": 0.211,
    },
    "critical_path": {
        "crit_family": "flip-flops",
        "critPathMaxFanout": 2,
        "cp_cell_sequence": "clkdlybuf4s15_1",
        "cp_slowest_cell": "dfxtp_1",
        "cp.buffers_inverters": 1,
        "cp_data_required_time_ns": 0.80,
        "slowest_delay_ns": 0.32,
        "worstPathArrival_ns": 0.74,
        "endpoint_kind": "output port",
        "startpoint": "state[3]",
        "critPathKind": "reg -> out",
        "setup.worst_path.start_class": "register",
        "r2r_start": "state[3]",
    },
    "clock_tree": {
        "cts_inserted_buffers": 3,
        "clock-sinks": 4,
        "clk-insertion-delay-late_ns": 0.23,
        "htreeDepth": 1,
        "cts_tree": "built",
        "cts_root_buffer": "clkbuf_4",
        "cts.reportedPaths.clkPinSlew_ns": 0.04,
        "cts_buffer_depth": 2,
        "cts_setup_buffers": 0,
    },
    "global_routing": {
        "antenna_found_initial": 0,
        "grt_pass1_vias": 120,
        "grt_max_degree": 4,
        "grt_util_all_layers_pct": 1.14,
        "overflow": 0,
        "grt_pass1_wl_microns": 545,
    },
    "final_layout": {
        "largest_reg_flops": 4,
        "top_regs": "state (4)",
        "seq_area_sq_um": 80.1,
        "syn2layout_area_growth_pct": 83.8,
        "final_area_sq_um": 241,
        "top_register": "state",
        "fillers": 408,
        "logic_area_sq_um": 51.3,
        "drive_above_1_share_pct": 27.8,
    },
    "floorplanning": {
        "die_w_microns": 80,
        "core_sq_um": 3420,
        "die_y_microns": 80,
        "rows": 21,
        "floorplan.core_util_pct": 3.85,
        "num_io_pins": 4,
        "die-area_sq_um": 6400,
    },
    "flow_run": {
        "drv_cap": 0,
        "warnings": 25,
    },
    "hold_path": {
        "min-delay-start": "state[0]",
        "hp-class": "reg -> reg",
    },
    "power_and_ir_drop": {
        "p_sw_uw": 79.0,
        "sw_frac_of_total_pct": 19.8,
        "comb_power_share_pct": 7.3,
        "seq_power_share_pct": 43.0,
        "p_leak_nw": 0.0812,
        "clockPowerShare_pct": 49.7,
        "ir_drop_mv": 0.296,
        "power_density_nw_per_um2": 1650,
        "p_int_uw": 319,
        "total_power_uw": 398,
    },
    "placed_design": {
        "gp_congestion": 0.588,
        "portBuffers": 3,
        "dpl_cell_area_sq_um": 219,
    },
}
kinds of logic after synthesis:
family           synth area share (%)
AND/OR/NAND/NOR                  30.5
AND-OR/OR-AND                    8.57
flip-flops                       61.0
area by class of cell:
type	count	area share, %
sequential	4	33.2
tap	46	23.8
multi-input combinational	8	21.2
timing repair buffer	3	12.4
clock buffer	3	9.33
layer usage:
layer / routed length (microns) / global-route usage, %
met1: 164 / 1.40
met2: 97 / 1.12
met3: 43 / 1.14
met4: 12 / 0.704
met5: 0 / 0
power by group through the flow:
stage / logic, mW / clock network, mW / registers (mW)
4_1_cts: 0.0293 / 0.209 / 0.171
5_1_grt: 0.0314 / 0.223 / 0.172
6_report: 0.0290 / 0.198 / 0.171
metrics by stage:
stage | std cells | setup slack, ns | utilization, %
finish | 64 | 0.0613 | 7.07
global route | 64 | 0.0233 | 7.07
CTS | 64 | 0.00512 | 7.03
detailed placement | 61 | -0.0872 | 6.41
global placement | 61 | -0.0671 | 6.41
floorplan | 12 | 0.405 | -
placed cells by master (no fill, tap or decap):
cell and count:
a21boi_2 1, clkbuf_4 3, clkdlybuf4s50_1 2, nor2_1 5
clkdlybuf4s15_1 1, dfxtp_1 4, nand2b_4 1, nor3b_1 1
worst min-delay path, cell delays in order, from the launching register on:
cell and delay, ns:
dfxtp_1 0.30, nor2_1 0.06, nor2_1 0.08
path summary, 6_finish.rpt:
check	end	slack (ns)	cells past startpoint
max	y	0.06	1
min	state[2]	0.47	2
max reg2reg	state[0]	0.32	2
min reg2reg	state[2]	0.47	2
what timing repair did:
item                                    4_1_cts  5_1_grt
endpoints found under the setup margin        1        1
endpoints found under the hold margin         0        0
hold buffers                                  0        0
resized                                       1        1
Power figures rest on the tool's default switching activity, not on a simulated workload.
