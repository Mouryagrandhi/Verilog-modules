--- flow/run.sh ---
#!/bin/bash
# OpenROAD 26Q1-2900-gdf79404cd8, Yosys 0.63+post, stock flow scripts
make -C /OpenROAD-flow-scripts/flow DESIGN_CONFIG=/design/flow/config.mk WORK_HOME=/design/flow/orfs finish
--- flow/config.mk ---
export PLATFORM = sky130hd
export DESIGN_NAME = top
export DESIGN_NICKNAME = top
export VERILOG_FILES = /design/flow/design.v
export SDC_FILE = /design/flow/constraint.sdc
export NUM_CORES = 4
export LEC_CHECK = 1
export CORE_UTILIZATION = 40
--- flow/constraint.sdc ---
current_design top

set clk_period 4.0
set clk_io_pct 0.2

create_clock -name clk0 -period $clk_period [get_ports {clk}]

set non_clock_inputs [all_inputs -no_clocks]
set_input_delay [expr $clk_period * $clk_io_pct] -clock clk0 $non_clock_inputs
set_output_delay [expr $clk_period * $clk_io_pct] -clock clk0 [all_outputs]
--- flow/design.v ---
`timescale 1ns / 1ps
module sawtooth(input clk, input reset, output [7:0]out);
  reg [7:0]q=0;
  always@(posedge clk or posedge reset)begin
    if(reset) q<=0;
    else q<=q+1;
  end
  assign out=q;
endmodule
module delay(input clk, input [7:0]x, output [7:0]y);
  reg [7:0]d; 
  always@(posedge clk)begin
    d<=x;
  end
  assign y=d;
endmodule
module FIR(input clk, input reset, input[7:0]x, output [7:0]y);
  wire [7:0]d1,d2,d3;
  reg [7:0]p=0;
  delay D1(.clk(clk),.x(x),.y(d1));
  delay D2(.clk(clk),.x(d1),.y(d2));
  delay D3(.clk(clk),.x(d2),.y(d3));
  always@(posedge clk or posedge reset)begin
    if(reset)p<=0;
    else begin
      p<=((3*x) + (3*d1) + d2 + d3) >> 3;
    end
  end
  assign y=p;
endmodule
module top(input clk, input reset, output [7:0]x, output [7:0]y, output [7:0]y_iir);
  sawtooth S1(clk,reset,x);
  FIR F1(clk,reset,x,y);
endmodule
==> impl_metrics.toml <==
# synthesis and place-and-route metrics
[logic_synthesis]
area_leaders = "dfxtp_1 (20%), dfrtp_1 (17%), fa_1 (15%), ha_1 (14%), xnor2_1 (5.9%)"
ys_cells = 211
yosys.area.top_type = "dfxtp_1"
edf_count = 0
syn_area_um2 = 2359
syn_area_per_cell_um2 = 11.18
ys_ff = 40
syn_inst = 211
yosysMostFrequentCell = "inv_1"
synth.distinct_cells = 37
yosysWarnings = 11
synth_seq_share_pct = 37.35
top_cells_by_count = "inv_1 (34), ha_1 (26), dfxtp_1 (24), fa_1 (18)"
yosys_area_um2 = 2359
top_area_share_pct = 20.37
synthArstFlopShare_pct = 40.00
ff_type = "dfxtp_1"

[placed_design]
port_buffers = 17
dp.cells = 317
place_congestion = 0.8255
dp_hpwl_um = 2774

[detailed_routing]
drcViolationCount = 0
drt-pass1-iter-count = 4
wirelength_um = 3515
dr.first_iter.drc_count = 28
vias_per_cell = 4.482
via_count = 1470
post_drt_wl_per_cell_um = 10.72
num_antenna_cells = 0
drtAntennaViolNets = 0

[finish]
fillers = 515
instances_no_fill = 328
syn_to_final_growth_pct = 22.71
layout-drive-gt1-share_pct = 18.36

[clock_network]
cts_tree = "done"
clk_pin_slew_ns = 0.07
cts_sinks = 40
clk_path_buf_depth = 2
root_buffer = "clkbuf_8"
htreeDepth = 2
cts_buffers = 5
insertion_delay_ns = 0.29

[sta]
slew-limit-headroom_pct = 55.79
tightest_slew_ns = 0.6624
hold_viol = 0
post-route-min-period_ns = 4.049
whs_ns = 0.3494
rsz0062_at_grt = "yes"
setup_viol = 2
drv_slew = 0
layout_setup_ws_ns = -0.04889
period_used_pct = 101.2
clock.fmax_mhz = 247.0
fin_worst_skew_ns = 0.006227

[floorplan]
io-pin-count = 26
fp.dieH_um = 78.79
die_x_um = 78.79
coreArea_um2 = 5608
initial_utilization_pct = 42.06
rows = 27
dieArea_um2 = 6207

[flow_run]
warning_count = 29
max_cap_violations = 0

[worst_setup_path]
crit_chain = "ha_4 -> inv_2 -> fa_2 -> nor2b_2 -> o21ai_2 -> a21boi_2 -> or4b_1 -> o311a_1 -> fa_1 -> inv_2 -> fa_1 -> inv_2 -> ha_4 -> and2_4 -> a22o_4 -> a2111oi_4 -> o21bai_1 -> xor2_1"
crit_end = "F1.p[7]"
crit_type = "reg -> reg"
cp-startpoint = "S1.q[1]"
crit_arrival_ns = 4.22
start_kind = "register"
cp.depth = 18
regToRegStartpoint = "S1.q[1]"
cp_slowest_cell = "fa_1"
cpLargestDelayFamily = "adder cells"
end_kind = "register"
regToRegEndpoint = "F1.p[7]"
cp.required_ns = 4.17
slowest_delay_ns = 0.50
crit_buf_inv = 3
crit_top_cell = "inv_2"
cp_max_fo = 4
ff2ff_setup_slack_ns = -0.05
r2r_cells = 18

[grt]
grt_max_degree = 17
antenna_found_initial = 0
grt_pass1_wl_um = 6506
grt_pass1_vias = 1481
track_usage_pct = 13.88
grt_overflow_total = 0

[hold_path]
hp-class = "reg -> reg"

[power_and_ir_drop]
peakVddDrop_uv = 131.4
powerDensity_nw_per_um2 = 228.4
p_leak_uw = 0.001351

[run_status]
status = "finished, violations left"
violations = "setup timing"
==> stage by stage <==
step	util, %	instance area, um^2	power, uW	setup TNS, ns	worst slack (ns)
global route	51.61	2894	694.6	-0.5572	-0.2555
global placement	49.15	2756	414.1	-0.1060	-0.06068
CTS	50.89	2854	673.0	-0.07884	-0.06605
finish	51.61	2894	660.9	-0.08300	-0.04889
detailed placement	49.15	2756	413.9	-0.1702	-0.09446
floorplan	-	2421	417.1	0	0.007206
==> per-layer routing <==
metal / up-vias / track usage (%) / wire, um / share of wire [%]
met4: 0 / 2.222 / 66 / 1.9
met2: 33 / 20.70 / 1486 / 42
met5: - / 0 / 0 / 0
met3: 5 / 3.267 / 174 / 5.0
met1: 667 / 21.82 / 1787 / 51
li1: 765 / - / - / -
==> power by group <==
part | switching, uW | internal (uW)
clock | 132 | 124
sequential | 0 | 400
combinational | 3.53 | 0.905
==> layout make-up <==
cell class	instances	area [um^2]	area share [%]
clock buffer	8	80.08	2.767
inverter	34	127.6	4.410
multi-input combinational	136	1386	47.90
sequential	40	882.1	30.48
tap	72	90.09	3.113
timing repair buffer	38	327.8	11.33
==> sequential cells by signal, summed over array words and instances, names as in the netlist <==
name / count
F1.D2.d: 8
S1.q: 8
F1.D1.d: 8
F1.p: 8
F1.D3.d: 8
==> layout by cell type (no fill, tap or decap), drive strengths merged, types with 2 or more instances in the layout <==
| cell type | count |
|---|---|
| a211oi | 3 |
| a21o | 3 |
| a21oi | 6 |
| buf | 21 |
| clkbuf | 8 |
| clkdlybuf4s50 | 17 |
| conb | 8 |
| dfrtp | 16 |
| dfxtp | 24 |
| fa | 18 |
| ha | 26 |
| inv | 34 |
| nand2 | 4 |
| nand3 | 2 |
| nor2 | 14 |
| nor3 | 2 |
| o21a | 2 |
| o21ai | 7 |
| o21bai | 3 |
| xnor2 | 16 |
| xor2 | 6 |
==> cell families after synthesis <==
kind of cell               Yosys count  share of synthesized area, %
adders and majority gates           44                         29.07
DFF                                 40                         37.35
AOI/OAI and AO/OA                   33                         10.93
xor gates and xnor gates            22                         8.170
and+or+nand+nor                     28                         5.942
muxes                                1                        0.4244
other                                1                        0.1590
buffers and inverters               42                         7.958
==> what timing repair did <==
item	CTS	global route
pin swaps	6	6
gates resized	3	8
buffers inserted	1	2
hold buffers	0	0
endpoints found under the setup margin	3	5
==> how the worst min path moves through the flow <==
stage,slack (ns),cells after the start,from,end
finish,0.35,0,F1.D2.d[0],F1.D3.d[0]
CTS,0.35,0,F1.D2.d[0],F1.D3.d[0]
global route,0.36,0,F1.D2.d[0],F1.D3.d[0]
Power is estimated from default activity; no workload was simulated.
